--- flow/run.sh ---
#!/bin/bash
# OpenROAD 26Q1-2900-gdf79404cd8, Yosys 0.63+post, stock flow scripts
make -C /OpenROAD-flow-scripts/flow DESIGN_CONFIG=/design/flow/config.mk WORK_HOME=/design/flow/orfs finish
--- flow/config.mk ---
export PLATFORM = sky130hd
export DESIGN_NAME = Carry_select_adder
export DESIGN_NICKNAME = Carry_select_adder
export VERILOG_FILES = /design/flow/design.v
export SDC_FILE = /design/flow/constraint.sdc
export NUM_CORES = 4
export LEC_CHECK = 1
export CORE_UTILIZATION = 50
--- flow/constraint.sdc ---
current_design Carry_select_adder

set clk_period 24.4
set clk_io_pct 0.2

create_clock -name clk0 -period $clk_period

set non_clock_inputs [all_inputs -no_clocks]
set_input_delay [expr $clk_period * $clk_io_pct] -clock clk0 $non_clock_inputs
set_output_delay [expr $clk_period * $clk_io_pct] -clock clk0 [all_outputs]
--- flow/design.v ---
`timescale 1ns / 1ps
module Carry_select_adder(c_out, sum, a, b, c_in);
	input [63:0] a,b;
	input c_in;
	output c_out;
	output [63:0] sum;
	wire carry_out1, carry_out2, select;
	wire [31:0] sum1, sum2;
	wire c,d;
	FA32b FA1(.c_out(select), .sum(sum[31:0]), .a(a[31:0]), .b(b[31:0]), .c_in(c_in));
	FA32b FA2(.c_out(carry_out1), .sum(sum1[31:0]), .a(a[63:32]), .b(b[63:32]),.c_in(1'b0));
	FA32b FA3(.c_out(carry_out2), .sum(sum2[31:0]), .a(a[63:32]), .b(b[63:32]),.c_in(1'b1));
	mux32bit mux(.carry(sum[63:32]), .select(select),.a(sum1[31:0]),.b(sum2[31:0]));
	mux1bit mux2(.carry(c_out), .select(select),.a(carry_out1), .b(carry_out2)); 
endmodule
`timescale 1ns / 1ps
module FA16b(c_out, sum, a, b, c_in);
input[15:0]		a, b;  
input       c_in;
output	c_out;
output[15:0]  sum;  
wire        cout1,cout2,cout3;
    	FA4b FA (
		.c_out(cout1), 
		.sum(sum[3:0]), 
		.a(a[3:0]), 
		.b(b[3:0]), 
		.c_in(c_in)
	);	
	FA4b FA2 (
		.c_out(cout2), 
		.sum(sum[7:4]), 
		.a(a[7:4]), 
		.b(b[7:4]), 
		.c_in(cout1)
	);	
	FA4b FA3 (
		.c_out(cout3), 
		.sum(sum[11:8]), 
		.a(a[11:8]), 
		.b(b[11:8]), 
		.c_in(cout2)
	);
		FA4b FA4(
		.c_out(c_out), 
		.sum(sum[15:12]), 
		.a(a[15:12]), 
		.b(b[15:12]), 
		.c_in(cout3)
	);
endmodule
`timescale 1ns / 1ps
module FA32b(c_out, sum, a, b, c_in);
input[31:0]		a, b;  
input       c_in;
output	c_out;
output[31:0]  sum;  
wire        cout1,cout2,cout3;
    	FA16b FA (
		.c_out(cout1), 
		.sum(sum[15:0]), 
		.a(a[15:0]), 
		.b(b[15:0]), 
		.c_in(c_in)
	);	
	FA16b FA2 (
		.c_out(c_out), 
		.sum(sum[31:16]), 
		.a(a[31:16]), 
		.b(b[31:16]), 
		.c_in(cout1)
	);	
endmodule
`timescale 1ns / 1ps
module FA4b(c_out, sum, a, b, c_in);
input[3:0]		a, b;  
input       c_in;
output	c_out;
output[3:0]  sum;  
wire        cout1,cout2,cout3;
    	FA_str_gate FA (
		.c_out(cout1), 
		.sum(sum[0]), 
		.a(a[0]), 
		.b(b[0]), 
		.c_in(c_in)
	);	
	FA_str_gate FA2 (
		.c_out(cout2), 
		.sum(sum[1]), 
		.a(a[1]), 
		.b(b[1]), 
		.c_in(cout1)
	);	
	FA_str_gate FA3 (
		.c_out(cout3), 
		.sum(sum[2]), 
		.a(a[2]), 
		.b(b[2]), 
		.c_in(cout2)
	);
		FA_str_gate FA4(
		.c_out(c_out), 
		.sum(sum[3]), 
		.a(a[3]), 
		.b(b[3]), 
		.c_in(cout3)
	);
endmodule
`timescale 1ns / 1ns
module FA_str_gate(c_out, sum, a, b, c_in);
input		a, b, c_in;  
output	c_out, sum;  
wire		not_a, not_b, not_c;
wire		and1_out, and2_out, and3_out, and4_out, and5_out, and6_out, and7_out;
not	   not1		(not_a, a);
not	   not2		(not_b, b);
not	   not3		(not_c, c_in);
and	#2		and1		(and1_out, a, not_b, not_c);
and	#2		and2		(and2_out, not_a, b, not_c);
and	#2		and3		(and3_out, not_a, not_b, c_in);
and	#2		and4		(and4_out, a, b, c_in);
or	   #2      or1		(sum, and1_out, and2_out, and3_out, and4_out);
and	#2		and5		(and5_out, a, c_in);
and	#2		and6		(and6_out, b, c_in);
and	#2		and7		(and7_out, a, b);
or		#2	    or2		(c_out, and5_out, and6_out, and7_out);
endmodule
`timescale 1ns / 1ns
module mux1bit(select, a, b, carry);
input		a, b, select;  
output	carry;  
assign carry = select ? b:a;
endmodule
`timescale 1ns / 1ns
module mux32bit(select, a, b, carry);
input[31:0]		a, b;
input		select;  
output[31:0]	carry;  
assign carry = select ? b:a;
endmodule
==> run notes <==
run metrics: Top area cell types fa_1 (71%), mux2_2 (13%), buf_4 (9.4%), die width about 73 um, Core Density at Floorplan 0.5296, site row count 25, Post-Syn Area between 2000 and 3000 um^2, Cells after Synth between 150 and 200, Top-area cell share 0.7141, syn_area_per_cell ~15 um^2, commonest cells in the synthesized netlist fa_1 (91), buf_4 (32), mux2_2 (30), inv_1 (8), xnor2_1 (4), Exit stage detailed placement (3_5_place_dp), Port-buffer cells between 150 and 200, cell type with the largest total area fa_1, # IOs between 150 and 200, Yosys Instances 174, Ys Warns 0, Yosys Chip Area 2551 um^2, register area share after synthesis 0, count leader, synth fa_1, library cells used by synthesis 10, Error [ERROR DPL-0036] Detailed placement failed., height of the chip 73.43 um, status stopped before the end, GPL Wtd Cong about 0.8
==> kinds of logic after synthesis <==
family                   after synthesis  synth area share
adder cells (fa/ha/maj)               95            0.7327
buffers and inverters                 43            0.1118
multiplexers                          31            0.1383
XOR/XNOR                               5           0.01716
==> stage by stage <==
stage / cell area (um^2) / hold WS [ns] / std cells / worst slack (ns)
2_1_floorplan: 2551 / 9.882 / 174 / 2.020
3_3_place_gp: 4322 / 10.74 / 400 / 0.6475
