`./run.sh`:
```
#!/bin/bash
# OpenROAD 26Q1-2900-gdf79404cd8, Yosys 0.63+post, stock flow scripts
make -C /OpenROAD-flow-scripts/flow DESIGN_CONFIG=/design/flow/config.mk WORK_HOME=/design/flow/orfs finish
```
`./config.mk`:
```
export PLATFORM = sky130hd
export DESIGN_NAME = rca64
export DESIGN_NICKNAME = rca64
export VERILOG_FILES = /design/flow/design.v
export SDC_FILE = /design/flow/constraint.sdc
export NUM_CORES = 4
export LEC_CHECK = 1
export CORE_UTILIZATION = 30
```
`./constraint.sdc`:
```
current_design rca64

set clk_period 24.9
set clk_io_pct 0.2

create_clock -name clk0 -period $clk_period

set non_clock_inputs [all_inputs -no_clocks]
set_input_delay [expr $clk_period * $clk_io_pct] -clock clk0 $non_clock_inputs
set_output_delay [expr $clk_period * $clk_io_pct] -clock clk0 [all_outputs]
```
`./design.v`:
```
`timescale 1ns / 1ps
module FA16b(c_out, sum, a, b, c_in);
input[15:0]		a, b;  
input       c_in;
output	c_out;
output[15:0]  sum;  
wire        cout1,cout2,cout3;
    	FA4b FA (
		.c_out(cout1), 
		.sum(sum[3:0]), 
		.a(a[3:0]), 
		.b(b[3:0]), 
		.c_in(c_in)
	);	
	FA4b FA2 (
		.c_out(cout2), 
		.sum(sum[7:4]), 
		.a(a[7:4]), 
		.b(b[7:4]), 
		.c_in(cout1)
	);	
	FA4b FA3 (
		.c_out(cout3), 
		.sum(sum[11:8]), 
		.a(a[11:8]), 
		.b(b[11:8]), 
		.c_in(cout2)
	);
		FA4b FA4(
		.c_out(c_out), 
		.sum(sum[15:12]), 
		.a(a[15:12]), 
		.b(b[15:12]), 
		.c_in(cout3)
	);
endmodule
`timescale 1ns / 1ps
module FA32b(c_out, sum, a, b, c_in);
input[31:0]		a, b;  
input       c_in;
output	c_out;
output[31:0]  sum;  
wire        cout1,cout2,cout3;
    	FA16b FA (
		.c_out(cout1), 
		.sum(sum[15:0]), 
		.a(a[15:0]), 
		.b(b[15:0]), 
		.c_in(c_in)
	);	
	FA16b FA2 (
		.c_out(c_out), 
		.sum(sum[31:16]), 
		.a(a[31:16]), 
		.b(b[31:16]), 
		.c_in(cout1)
	);	
endmodule
`timescale 1ns / 1ps
module FA4b(c_out, sum, a, b, c_in);
input[3:0]		a, b;  
input       c_in;
output	c_out;
output[3:0]  sum;  
wire        cout1,cout2,cout3;
    	FA_str_gate FA (
		.c_out(cout1), 
		.sum(sum[0]), 
		.a(a[0]), 
		.b(b[0]), 
		.c_in(c_in)
	);	
	FA_str_gate FA2 (
		.c_out(cout2), 
		.sum(sum[1]), 
		.a(a[1]), 
		.b(b[1]), 
		.c_in(cout1)
	);	
	FA_str_gate FA3 (
		.c_out(cout3), 
		.sum(sum[2]), 
		.a(a[2]), 
		.b(b[2]), 
		.c_in(cout2)
	);
		FA_str_gate FA4(
		.c_out(c_out), 
		.sum(sum[3]), 
		.a(a[3]), 
		.b(b[3]), 
		.c_in(cout3)
	);
endmodule
`timescale 1ns / 1ns
module FA_str_gate(c_out, sum, a, b, c_in);
input		a, b, c_in;  
output	c_out, sum;  
wire		not_a, not_b, not_c;
wire		and1_out, and2_out, and3_out, and4_out, and5_out, and6_out, and7_out;
not	   not1		(not_a, a);
not	   not2		(not_b, b);
not	   not3		(not_c, c_in);
and	#2		and1		(and1_out, a, not_b, not_c);
and	#2		and2		(and2_out, not_a, b, not_c);
and	#2		and3		(and3_out, not_a, not_b, c_in);
and	#2		and4		(and4_out, a, b, c_in);
or	   #2      or1		(sum, and1_out, and2_out, and3_out, and4_out);
and	#2		and5		(and5_out, a, c_in);
and	#2		and6		(and6_out, b, c_in);
and	#2		and7		(and7_out, a, b);
or		#2	    or2		(c_out, and5_out, and6_out, and7_out);
endmodule
`timescale 1ns / 1ps
module rca64(c_out, sum, a, b, c_in);
input[63:0]		a, b;  
input       c_in;
output	c_out;
output[63:0]  sum;  
wire        cout1,cout2,cout3;
    	FA32b FA (
		.c_out(cout1), 
		.sum(sum[31:0]), 
		.a(a[31:0]), 
		.b(b[31:0]), 
		.c_in(c_in)
	);	
	FA32b FA2 (
		.c_out(c_out), 
		.sum(sum[63:32]), 
		.a(a[63:32]), 
		.b(b[63:32]), 
		.c_in(cout1)
	);	
endmodule
```
==> Changelog: implementation <==
### Physical design

* Layout cell share with drive strength beyond 1 at about 37%
* Min-Delay Path Class: in2out
* Antenna violations before repair at 0
* Drt total wl at roughly 5000 um
* Cell Area, Placed at 3520 um^2
* Final Hold Violating Endpoints at 0
* Die Wd at 79.3 um
* Area Growth Syn to Fin at 91.8%
* Failing checks: setup timing
* Placed Instances at around 340
* DR pass1 iterations at 2
* Max-cap violations at 0
* TNS Setup at -97.33 ns
* Final Util at 61.0%
* Avg Inst Size Synth at around 13 um^2
* Vias/cell at ~4.1
* Via count at around 1400
* Final Non-Filler Cells at between 300 and 400
* Final instance area at between 3000 and 4000 um^2
* Worst path arrival time at between 20 and 30 ns
* Met3 usage at 6.18%
* Synth cell types at 5
* ANT cells at 0
* Overall power at between 0.00008 and 0.00009 W
* Pwr dens at roughly 24 nW/um^2
* First-pass GRT wire length at 7610 um
* Pins Over Slew Limit at 0
* Cells after Synth at approximately 130
* Die y size at around 80 um
* Sw Ratio at 27.5%
* Hold Crit Endpoint: sum[0]
* Total gr overflow at 0
* Crit Path Category: in2out
* Yosys warning count at 0
* ANT nets after route at 0
* Logic pwr share at 100.0%
* DP HPWL at approximately 4800 um
* Post-route worst setup slack at -7.77 ns
* Leakage at between 1 and 1.5 nW
* GRT Total Usage at between 10% and 20%
* Worst Path Required at between 15 and 20 ns
* Yosys stat area at approximately 1800 um^2
* Hold-fix buffers, CTS at 0
* Row cnt at 27
* GP Congestion at 0.825
* Least-Margin Pin Slew at around 0.12 ns
* I/O pins at a little under 200
* Register share after synthesis at 0%
* Power share of the clock group at 0%
* Initial DRC Count at 1
* Final cycle utilization of the critical path at 131%
* Fmax at 30.6 MHz
* Critical Path Most Common Cell: fa_2
* FF/Latch Area at 0 um^2
* Startpoint class of the critical path: input port
* Routed len/inst at around 14 um
* Hold path cells at 5
* Flop Count at 0
* CORE AREA at 5640 um^2
* CP endpoint kind: output pin
* Tool warnings at 36
* Max-slew headroom at 91.9%
* IO Port Bufs at approximately 190
* Busiest grt layer: met2
* Crit Path Max Fanout at 2
* Final period demand of the worst path at 32.67 ns
* Int Pwr at 0.0000591 W
* Slowest library cell on the worst path: fa_2
* Final setup viols at 24
* FP Core Util at 31.8%
* GRT met1 Usage at between 20% and 30%
* Die ar. at approximately 6300 um^2
* P_sw at roughly 0.000022 W
* Hold Path Origin: b[0]
* DRC violations left at 0
* Cell Area, Synth at 1790 um^2
* Peak supply drop at roughly 0.012 mV
* Reg power frac at 0%
* Status: finished with violations
* Yosys cell count at approximately 130
* Largest net degree at the start of global routing at 3
* Met2 Use GR at 29.8%
* RSZ-0062 raised after global routing: yes
* CP peak stage delay at ~0.37 ns
* Vias in the first global route at between 1500 and 2000
* CLK BUF at 0
cells by family after synthesis:
logic type               after synthesis  share of synthesized area (%)
XOR/XNOR                               1                           1.32
buffers and inverters                 69                           27.8
adder cells (fa/ha/maj)               64                           70.9
per-stage QoR:
step	setup slack (ns)	hold slack [ns]
after CTS	-7.95	10.69
final	-7.77	10.69
after detailed placement	-8.30	10.99
after global placement	-8.28	10.99
after global routing	-8.34	10.74
after floorplan	-6.85	10.06
final cells by class:
| class | count | area (um^2) |
|---|---|---|
| well taps | 72 | 90.1 |
| inverters | 5 | 36.3 |
| multi-input cells | 65 | 1450 |
| fillers | 459 | 2200 |
| repair buffers | 197 | 1860 |
worst max-delay path by stage:
stage,from,endpoint,slack [ns],cells past startpoint
after CTS,a[0],c_out,-7.95,70
after global routing,a[0],c_out,-8.34,70
final,a[0],c_out,-7.77,70
repair_timing:
| action | in CTS | in global routing |
|---|---|---|
| gates resized | 102 | 5 |
| pin swaps | 14 | 4 |
| setup endpoints to repair | 26 | 26 |
| cloned | 0 | 0 |
| endpoints found under the hold margin | 0 | 0 |
| buffers inserted | 2 | 1 |
power groups by stage:
stage	registers, W	clock network (W)	logic [W]
after CTS	0	0	0.0000842
after global routing	0	0	0.0000918
final	0	0	0.0000816
critical path, delay by kind of cell:
| kind | cells | cell delay (ns) |
|---|---|---|
| buffers and inverters | 6 | 0.52 |
| adder cells (fa/ha/maj) | 64 | 22.10 |
layer usage:
metal	up-vias	part of all wire (%)	wire [um]
met5	-	0	0
met4	0	0.98	48
met3	4	16	797
met2	120	51	2500
met1	667	32	1570
li1	601	-	-
cell usage after synthesis (all sizes together):
library cell   n  area share, %
fa            63             70
maj3           1           0.56
inv            5            1.0
buf           64             27
xor3           1            1.3
placed cells by master (no fill, tap or decap):
master | synthesis | final
xor3_1 | 1 | 1
buf_2 | 0 | 22
inv_6 | 0 | 1
dlygate4sd2_1 | 0 | 2
fa_2 | 0 | 63
buf_6 | 0 | 5
buf_8 | 0 | 1
inv_12 | 0 | 1
inv_2 | 0 | 2
buf_4 | 64 | 1
clkbuf_2 | 0 | 2
inv_1 | 5 | 1
clkdlybuf4s50_1 | 0 | 163
maj3_2 | 0 | 1
dlymetal6s2s_1 | 0 | 1
Power and IR drop assume default switching activity.
